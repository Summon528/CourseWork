==> flow/config.mk <==
export PLATFORM = sky130hd
export DESIGN_NAME = SeqRcgn
export DESIGN_NICKNAME = SeqRcgn
export VERILOG_FILES = /design/flow/design.v
export SDC_FILE = /design/flow/constraint.sdc
export NUM_CORES = 4
export LEC_CHECK = 1
export CORE_AREA = 10 10 70 70
export DIE_AREA = 0 0 80 80
==> flow/constraint.sdc <==
current_design SeqRcgn

set clk_period 1.0
set clk_io_pct 0.2

create_clock -name clk0 -period $clk_period [get_ports {clk}]

set non_clock_inputs [all_inputs -no_clocks]
set_input_delay [expr $clk_period * $clk_io_pct] -clock clk0 $non_clock_inputs
set_output_delay [expr $clk_period * $clk_io_pct] -clock clk0 [all_outputs]
==> flow/design.v <==
`timescale 1ns/10ps
module SeqRcgn (out,x,clk,reset_) ;
output out ;
input x,clk,reset_ ;
reg out ;
reg[2:0] state, next_state ;
parameter A= 3'b000, B=3'b001, C=3'b011, D=3'b010, E=3'b110;
always@ (posedge clk or negedge reset_)
	if(!reset_)	 
		state = A ;
	else
		state = next_state ;
always@ (state or x)
    case(state)		 
    A:
		if(x)
			next_state = A ;
		else
			next_state = B ;
	B:
		if(x)
			next_state = A ;
		else
			next_state = C ;
	C:
		if(x)
			next_state = D ;
		else
			next_state = C ;
	D:
		if(x)
			next_state = A ;
		else
			next_state = E ;
	E:
		if(x)
			next_state = A ;
		else
			next_state = C ;
	default:
		next_state = 3'bxxx ;
	endcase
always@ (state)
	case (state)
	A, B, C, D:
		out = 0 ;
	E:
		out = 1 ;
	default:
		out = 1'bx ;
	endcase
endmodule
module test_SeqRcng ;
reg x, clk, reset_ ;
    SeqRcgn SR1 (out, x, clk, reset_) ;
initial
begin
	clk = 1'b0 ;
	repeat(30)
		#10 clk = ~clk ;
end
initial
begin
  x = 0 ; reset_ = 0;
  #15  reset_ = 1; x = 1 ;
  #20  x = 0 ;
  #20  x = 1 ;
  #20  x = 0 ;
  #20  x = 0 ;
  #20  x = 1 ;
  #20  x = 0 ;
  #20  x = 0 ;
  #20  x = 1 ;
  #20  x = 0 ;
  #20  x = 0 ;
  #20  x = 1 ;
  #20  x = 1 ;
  #20  x = 1 ;
  #20  x = 0 ;
  #20  x = 1 ;
end
initial
begin
  $display("                time out  x   clk  reset_");
  $monitor($time, "  %b   %b   %b   %b", out, x, clk, reset_) ;
end
initial
begin
$dumpfile("SeqRcgn.vcd");
$dumpvars;
end
endmodule
==> flow/run.sh <==
#!/bin/bash
# OpenROAD 26Q1-2900-gdf79404cd8, Yosys 0.63+post, stock flow scripts
make -C /OpenROAD-flow-scripts/flow DESIGN_CONFIG=/design/flow/config.mk WORK_HOME=/design/flow/orfs finish
==> reports/metrics.cfg <==
[final_layout]
largest_reg_flops = 5
drive_gt1_share_pct = 31.6
fin_util_pct = 8.24
design_area_um2 = 282
area_growth_pct = 70.5

[pwr]
pwr-share-comb_pct = 6.3
pwr-share-seq_pct = 46.6
p_clk_share_pct = 47.0
power_leakage_uw = 0.000112
max-vdd-ir-drop_uv = 186
power_density_mw_per_mm2 = 1740
netSwitchingFraction_pct = 20.1
intPower_uw = 391
netSwitchingPower_uw = 98.1

[final_timing]
finalMaxSlewViolations = 0
maxSlewHeadroom_pct = 85.5
hold_viol_final = 0
skew_ps = 0.991
setup_viol = 0
fin_crit_ps = 916
worst-slew-pin-transition_ps = 217
max_freq_ghz = 1.09
fin_crit_sh_pct = 91.6
rsz0062_at_grt = false

[job]
warning_count = 25
drv_cap = 0

[yosys]
ys_cells = 11
numSynthFlops = 5
synth_cell_types = 7
top_area_cell = dfrtp_1
synth.top_cell.area_share_pct = 60.6
ys_area_um2 = 165
top_cell = dfrtp_1
synth_top_flop_cell = dfrtp_1
top_cells_by_area = dfrtp_1 (61%), dfstp_2 (16%), nor2b_1 (7.6%), o41a_1 (6.8%), and2_1 (3.8%)
syn-instance-count = 11
ys_warn_count = 1
postSynthSeqShare_pct = 76.5
netlist_area_um2 = 165
async_flop_share_pct = 100
common_cells = dfrtp_1 (4), nor2b_1 (2)
avgSynthCellArea_um2 = 15.0
edf_count = 0

[detailed_routing]
drt-total-wl_um = 330
ant_nets = 0
vias = 115
antenna_cells = 0
via_per_inst = 1.77
drt-pass1-iter-count = 2
drt_first_iter_violations = 4
wire_per_inst_um = 5.08
drc = 0

[worst_setup_path]
crit_family = flip-flops
cpMaxStageDelayCell = dfrtp_1
cp.arrival_ps = 720
cp_max_fo = 2
startpoint_type = flip-flop
critPathBufInv = 1
worst_ep_required_time_ps = 800
timing.critical_path.slowest_cell_delay_ps = 360
endpoint_kind = output port
path_cells = buf_2
path_class = reg -> out

[placed_design]
gp_congestion = 0.598
io_buffers = 3
placed_cell_area_um2 = 260

[global_routing]
grt_overflow = 0
grt_pass1_vias = 131
grt_max_degree = 6
grt_pass1_wl_um = 503
antenna_found_initial = 0
track_usage_pct = 1.11

[min_path]
hold_class = in -> async

[run_status]
outcome = complete, no violations

[floorplanning]
die-area_mm2 = 0.00640
core_region_area_mm2 = 0.00342
die_h_um = 80
die_x_um = 80
floorplan.core_util_pct = 4.84
rows = 21
io_pins = 4

[clock_tree]
htree_levels = 1
clockBufferDepth = 2
cts.sinks = 5
clkSlewWorstSetupHoldPaths_ps = 40
clk-insertion-delay-late_ps = 240
cts_tree = yes
root_buffer = clkbuf_4
cts_buffers = 3

==> timing repair <==
item                                    4_1_cts  5_1_grt
endpoints found under the setup margin        1        0
hold buffers                                  0        0
buffers inserted                              0        0
gates resized                                 3        0
==> worst paths after layout <==
kind                          start  endpoint  slack, ps  depth (start not counted)
hold / removal               reset_  state[4]        180                          1
min in group clk0          state[4]  state[1]        490                          1
setup / recovery           state[2]       out         80                          1
hold reg to reg            state[4]  state[1]        490                          1
setup reg to reg           state[2]  state[0]        130                          2
max in group asynchronous    reset_  state[0]        570                          1
==> through the flow <==
| stage | hold slack, ps | power (uW) | setup TNS [ps] | std cells | setup WS [ps] |
|---|---|---|---|---|---|
| 6_report | 176 | 489 | 0 | 65 | 84.2 |
| 3_3_place_gp | 430 | 262 | -2.26 | 61 | -2.26 |
| 3_5_place_dp | 436 | 263 | 0 | 61 | 2.84 |
| 5_1_grt | 187 | 517 | 0 | 65 | 39.5 |
| 4_1_cts | 176 | 501 | 0 | 65 | 70.6 |
| 2_1_floorplan | -95.6 | 242 | 0 | 11 | 169 |
==> routing by layer <==
metal  GRT usage [%]  vias to the layer above  wire length, um
met5               0                        -                0
met4           0.880                        0               17
met3            1.36                        2               47
met2            1.61                        4              151
met1           0.737                       56              114
li1                -                       53                -
==> cells in the final DEF (no fill, tap or decap), drive strengths merged <==
cell type	n
nor2	1
dfstp	1
dfrtp	4
clkdlybuf4s50	2
nor2b	2
buf	2
nor3	1
and2	1
clkbuf	4
o41a	1
==> kinds of logic after synthesis <==
| logic type | share of synthesized area [%] |
|---|---|
| flops | 76.5 |
| simple gates | 16.7 |
| compound gates | 6.82 |
==> power by group through the flow <==
stage | combinational, uW | clock (uW) | sequential (uW)
5_1_grt | 34.4 | 254 | 229
4_1_cts | 31.7 | 242 | 228
6_report | 30.9 | 230 | 228
==> layout make-up <==
type / instances / area, um^2
Clock buffer: 4 / 26.3
Fill cell: 404 / 3130
Sequential cell: 5 / 126
Tap cell: 46 / 57.6
Timing Repair Buffer: 4 / 32.5
Multi-Input combinational cell: 6 / 38.8
Power is estimated from default activity; no workload was simulated.
