`config.mk`:
```
export PLATFORM = sky130hd
export DESIGN_NAME = Data_Memory
export DESIGN_NICKNAME = Data_Memory
export VERILOG_FILES = /design/flow/design.v
export SDC_FILE = /design/flow/constraint.sdc
export NUM_CORES = 4
export LEC_CHECK = 1
export CORE_UTILIZATION = 50
```
`constraint.sdc`:
```
current_design Data_Memory

set clk_period 17.3
set clk_io_pct 0.2

create_clock -name clk0 -period $clk_period [get_ports {clk_i}]

set non_clock_inputs [all_inputs -no_clocks]
set_input_delay [expr $clk_period * $clk_io_pct] -clock clk0 $non_clock_inputs
set_output_delay [expr $clk_period * $clk_io_pct] -clock clk0 [all_outputs]
```
`design.v`:
```
`timescale 1ns / 1ps
module Data_Memory
(
	clk_i,
	addr_i,
	data_i,
	MemRead_i,
	MemWrite_i,
	data_o
);
input				clk_i;
input	[31:0]		addr_i;
input	[31:0]		data_i;
input				MemRead_i;
input				MemWrite_i;
output	[31:0] 		data_o;
reg		[31:0]		data_o;
reg		[7:0]		Mem 			[0:127];	 
integer				i;
wire	[31:0]		memory			[0:31];
assign  memory[0] = {Mem[3], Mem[2], Mem[1], Mem[0]};
assign  memory[1] = {Mem[7], Mem[6], Mem[5], Mem[4]};
assign  memory[2] = {Mem[11], Mem[10], Mem[9], Mem[8]};
assign  memory[3] = {Mem[15], Mem[14], Mem[13], Mem[12]};
assign  memory[4] = {Mem[19], Mem[18], Mem[17], Mem[16]};
assign  memory[5] = {Mem[23], Mem[22], Mem[21], Mem[20]};
assign  memory[6] = {Mem[27], Mem[26], Mem[25], Mem[24]};
assign  memory[7] = {Mem[31], Mem[30], Mem[29], Mem[28]};
assign  memory[8] = {Mem[35], Mem[34], Mem[33], Mem[32]};
assign  memory[9] = {Mem[39], Mem[38], Mem[37], Mem[36]};
assign  memory[10] = {Mem[43], Mem[42], Mem[41], Mem[40]};
assign  memory[11] = {Mem[47], Mem[46], Mem[45], Mem[44]};
assign  memory[12] = {Mem[51], Mem[50], Mem[49], Mem[48]};
assign  memory[13] = {Mem[55], Mem[54], Mem[53], Mem[52]};
assign  memory[14] = {Mem[59], Mem[58], Mem[57], Mem[56]};
assign  memory[15] = {Mem[63], Mem[62], Mem[61], Mem[60]};
assign  memory[16] = {Mem[67], Mem[66], Mem[65], Mem[64]};
assign  memory[17] = {Mem[71], Mem[70], Mem[69], Mem[68]};
assign  memory[18] = {Mem[75], Mem[74], Mem[73], Mem[72]};
assign  memory[19] = {Mem[79], Mem[78], Mem[77], Mem[76]};
assign  memory[20] = {Mem[83], Mem[82], Mem[81], Mem[80]};
assign  memory[21] = {Mem[87], Mem[86], Mem[85], Mem[84]};
assign  memory[22] = {Mem[91], Mem[90], Mem[89], Mem[88]};
assign  memory[23] = {Mem[95], Mem[94], Mem[93], Mem[92]};
assign  memory[24] = {Mem[99], Mem[98], Mem[97], Mem[96]};
assign  memory[25] = {Mem[103], Mem[102], Mem[101], Mem[100]};
assign  memory[26] = {Mem[107], Mem[106], Mem[105], Mem[104]};
assign  memory[27] = {Mem[111], Mem[110], Mem[109], Mem[108]};
assign  memory[28] = {Mem[115], Mem[114], Mem[113], Mem[112]};
assign  memory[29] = {Mem[119], Mem[118], Mem[117], Mem[116]};
assign  memory[30] = {Mem[123], Mem[122], Mem[121], Mem[120]};
assign  memory[31] = {Mem[127], Mem[126], Mem[125], Mem[124]};
initial begin
	for(i=0; i<128; i=i+1)
		Mem[i] = 8'b0;
	Mem[0] = 8'b0100;
	Mem[4] = 8'b0101;
	Mem[8] = 8'b0110;
	Mem[12] = 8'b0111;
	Mem[16] = 8'b1000;
	Mem[20] = 8'b1001;
	Mem[24] = 8'b1010;
	Mem[28] = 8'b0010;
	Mem[32] = 8'b0001;
	Mem[36] = 8'b0011;
end 
always@(posedge clk_i) begin
    if(MemWrite_i) begin
		Mem[addr_i+3] <= data_i[31:24];
		Mem[addr_i+2] <= data_i[23:16];
		Mem[addr_i+1] <= data_i[15:8];
		Mem[addr_i]   <= data_i[7:0];
	end
end
always@(addr_i or MemRead_i) begin
	if(MemRead_i)
		data_o = {Mem[addr_i+3], Mem[addr_i+2], Mem[addr_i+1], Mem[addr_i]};
end
endmodule
```
`run.sh`:
```
#!/bin/bash
# OpenROAD 26Q1-2900-gdf79404cd8, Yosys 0.63+post, stock flow scripts
make -C /OpenROAD-flow-scripts/flow DESIGN_CONFIG=/design/flow/config.mk WORK_HOME=/design/flow/orfs finish
```
==> impl_metrics.toml <==
# generated from flow reports
[yosys]
yosys_warnings = 1
yosys-top-cells-area = "edfxtp_1 30%, mux4_2 23%, mux2i_1 12%, mux2_2 5.8%, a21o_1 3.8%"
synth.largest_area_cell = "edfxtp_1"
edf_count = 1024
async_flop_share_pct = 0
synthCells = 9411
numSynthFlops = 1056
yosysCellCount = 9411
top_area_share_pct = 30.2
syn_avg_cell_area_um2 = 10.8
synth_area_um2 = 102000
synthFlopType = "edfxtp_1"
yosys_area_um2 = 102000
synth_cell_types = 81

[place]
hpwl_mm = 390
port_buffers = 73
place_congestion = 1.15

[sta]
unclocked_regs = 32
finalCritPeriodShare_pct = 46.8
period_needed_ns = 8.09
drv_slew = 0
hold_viol = 0
slew_headroom_pct = 0.326
worst_pin_slew_ns = 1.45
finalSetupTns_ns = 0
setup_violations = 0
max_freq_ghz = 0.124
unconstrained_endpoints = 64
rsz0062_at_grt = "false"

[setup_path]
critPathSlowestCell = "nand3_1"
crit_type = "input pin to flop"
startpoint = "addr_i[0]"
crit_arrival_ns = 8.60
worstPathCellList = "buf_8 -> inv_2 -> ha_2 -> nor2b_4 -> buf_4 -> nand3_1 -> buf_4 -> nor2_2 -> or4_1"
cp.required_ns = 17.81
cp_slowest_stage_delay_ns = 0.78
path_common_cell = "buf_4"
critPathTopFamily = "simple AND/OR/NAND/NOR gates"
crit_path_start_kind = "input pin"
path_buffers = 4
worst_setup_path_end_kind = "flop"
path_max_fanout = 43

[clock_tree]
clkTransAtPathRegs_ns = 0.05
postCtsSetupBuffers = 0
cts.path.max_buffers = 3
cts_hold_buffers = 0
cts-root-buf = "clkbuf_16"
h-tree-depth = 4
cts_buffers = 134
post_cts_resize_count = 0
cts_tree = "yes"

[cells_and_area]
lay_top_cells = "1233 x mux2i_1, 1031 x mux4_2, 1024 x edfxtp_1"
utilization_pct = 53.9
drive_gt1_share_pct = 26.9
lay_top_count = "mux2i_1"
fillers = 16935
syn_to_final_growth_pct = 7.17

[run]
maxCapViolations = 0
warnings = 68

[drt]
vias_per_cell = 8.02
drtIter0Drc = 11173
post-route-drc-count = 0
routedWlPerCell_um = 49.0
ant_nets = 0
firstDrtPassIters = 7
routed-via-count = 94068
totalWireLength_mm = 576

[global_routing]
grt_usage_pct = 59.7
antenna_found_initial = 80
grt_max_degree = 126
grt_pass1_vias = 88490
grt_pass1_wl_mm = 766
overflow = 0

[floorplan]
ioPinCount = 99
fp.dieW_um = 453
fp_util_pct = 50.3
chipArea_um2 = 205000
fp.coreArea_um2 = 202000
num_rows = 165
die_y_um = 453

[pwr]
leakage_nw = 38.5
power.density_nw_per_um2 = 73.2
vdd_drop_max_mv = 0.112

[run_status]
outcome = "finished, final reports clean"

[worst_hold_path]
min_from = "data_i[6]"
hold_path_class = "input pin to flop"
-- where the power goes --
part | total (mW) | switching, mW | leakage (nW) | internal [mW]
sequential | 2.87 | 0.0638 | 9.47 | 2.81
combinational | 2.35 | 1.61 | 27.0 | 0.748
clock | 2.76 | 1.24 | 2.02 | 1.52
-- cell families (layout without fill, tap and decap cells) --
kind of cell / Yosys count / in the layout / share of synthesized area, %
AND-OR/OR-AND: 2502 / 2502 / 15.0
buffers and inverters: 1159 / 744 / 4.79
AND/OR/NAND/NOR: 1886 / 1886 / 8.53
flip-flops: 1024 / 1024 / 30.2
multiplexers: 2786 / 2786 / 40.7
adder cells (fa/ha/maj): 7 / 7 / 0.0861
XOR/XNOR: 15 / 15 / 0.159
other: 0 / 68 / 0
latches: 32 / 32 / 0.472
-- flip-flops by register name, indices dropped and copies added (netlist names) --
signal	count
Mem	1024
data_o	32
-- per-layer routing --
| metal | global-route usage [%] | vias up | share of wire [%] |
|---|---|---|---|
| met3 | 46.6 | 2544 | 20 |
| li1 | - | 36472 | - |
| met4 | 43.9 | 99 | 10 |
| met5 | 12.5 | - | 0.48 |
| met1 | 65.7 | 45832 | 30 |
| met2 | 76.2 | 9121 | 40 |
-- path summary, 6_finish.rpt --
check	end	depth (start not counted)
hold / removal	Mem[83][6]	3
setup / recovery	Mem[7][1]	9
-- per-stage QoR --
step / power, mW / cell area [um^2] / setup WS, ns / hold WS (ns) / instances
after floorplan: 4.08 / 102000 / 9.70 / 3.95 / 9411
after global placement: 5.08 / 105000 / 8.85 / 3.95 / 11431
after detailed placement: 5.09 / 105000 / 8.77 / 3.95 / 11431
after CTS: 7.80 / 109000 / 9.68 / 3.06 / 11668
after global routing: 8.01 / 109000 / 9.40 / 3.12 / 11684
final: 7.98 / 109000 / 9.21 / 3.09 / 11736
-- cell usage after synthesis, drive strengths merged (9+ instances only) --
| cell type | count |
|---|---|
| mux2i | 1233 |
| mux4 | 1031 |
| edfxtp | 1024 |
| nand2 | 1002 |
| clkbuf | 755 |
| o22ai | 613 |
| o21ai | 595 |
| a21oi | 575 |
| mux2 | 522 |
| a21o | 512 |
| nor2 | 438 |
| buf | 398 |
| nand3 | 159 |
| or4 | 82 |
| nor3 | 63 |
| nand4 | 41 |
| a32oi | 33 |
| dlxtp | 32 |
| nor4 | 29 |
| o211ai | 27 |
| a22oi | 24 |
| a211oi | 21 |
| and2 | 18 |
| a31oi | 17 |
| and3 | 15 |
| nor2b | 15 |
| o221ai | 15 |
| a2111oi | 11 |
| o22a | 11 |
| o2111ai | 10 |
| xnor2 | 9 |
-- layout make-up --
cell class	instances	area (um^2)	share of cell area (%)
inverters	6	32.5	0.0298
well taps	2672	3340	3.07
repair buffers	501	4100	3.76
diodes	68	170	0.156
flip-flops and latches	1056	31200	28.6
clock buffers	159	3450	3.16
multi-input cells	7196	66000	60.6
clock inverters	78	658	0.604
Power figures rest on the tool's default switching activity, not on a simulated workload.
